==> design/flow/design.v <==
module Demux_1x2_en #(parameter width = 31) (
    input wire [width:0] in,
    input wire select,
    input wire enable,
    output reg [width:0] out1,out2
);
always @ (*)begin
    if(enable)begin
        case (select)
            1'b0: begin
                out1 = in;
                out2 = 0;
            end
            1'b1: begin
                out1 = 0;
                out2 = in;
            end
        endcase
    end
    else begin
        out1 = 1'bx;
        out2 = 1'bx;
    end
end
endmodule
==> design/flow/run.sh <==
#!/bin/bash
# OpenROAD 26Q1-2900-gdf79404cd8, Yosys 0.63+post, stock flow scripts
make -C /OpenROAD-flow-scripts/flow DESIGN_CONFIG=/design/flow/config.mk WORK_HOME=/design/flow/orfs finish
==> design/flow/config.mk <==
export PLATFORM = sky130hd
export DESIGN_NAME = Demux_1x2_en
export DESIGN_NICKNAME = Demux_1x2_en
export VERILOG_FILES = /design/flow/design.v
export SDC_FILE = /design/flow/constraint.sdc
export NUM_CORES = 4
export LEC_CHECK = 1
export CORE_AREA = 10 10 71 71
export DIE_AREA = 0 0 81 81
==> design/flow/constraint.sdc <==
current_design Demux_1x2_en

set clk_period 1.0
set clk_io_pct 0.2

create_clock -name clk0 -period $clk_period

set non_clock_inputs [all_inputs -no_clocks]
set_input_delay [expr $clk_period * $clk_io_pct] -clock clk0 $non_clock_inputs
set_output_delay [expr $clk_period * $clk_io_pct] -clock clk0 [all_outputs]
==> run summary <==
yosys + openroad results -> Area growth syn-to-layout 267%, Post-synth area hogs and3_1 35%, and3b_2 33%, and3b_1 20%, Switching Fraction a little under 30%, synth warn 1, vias in the first global route around 1,100, Worst path slowest cell and3b_1, max-slew violation count 0, Comb pwr share approximately 100%, Critical Path AT around 0.95 ns, DPL Wire Length 2.75 mm, Worst EP required around 0.80 ns, worst hold slack between 0.8 and 0.9 ns, cells in synth_stat.txt ~77, grt total ovfl 0, Synth top cell by count and3_1, Reg power frac 0%, final hold violations 0, hold endpoint out2[19], DR vias between 1,000 and 1,500, fp util roughly 16%, slew at the pin with the worst max-slew slack 0.104 ns, crit path kind in -> out, maximum vdd ir drop 0.000246 V, drt drc 0, Clk pwr share 0%, seq_cells 0, HP Class in -> out, Die Span X around 81 um, max frequency slightly below 900 MHz, Setup crit end kind output port, sw power 215 uW, Routed Antenna Nets 0, # fillers around 320, fin crit period around 1.1 ns, Setup WS post-layout -0.145 ns, # hold bufs at CTS 0, Internal approximately 510 uW, crit-path cells buf_12 > buf_12 > buf_16 > and3b_1 > buf_2, Synth Instances 77, Cell Pwr Density 345 nW/um^2, worst-path maximum fanout 6, Routed WL about 4.5 mm, Avg Vias per Cell around 4.5, first-pass GRT wire length about 6.4 mm, layout cells sized above 1 between 70 and 80%, Core ar. roughly 3600 sq um, WP buf/inv 4, routed len/inst 18.5 um, synthesized area per cell 7.39 sq um, clkbuf count 0, WP depth 5, chip area approximately 6600 sq um, Max-slew headroom 93.1%, failing checks negative setup slack, gr usage total ~12%, Crit path max-delay family buffers and inverters, Unique cell types 5, largest net degree at the start of global routing 15, min-delay src in[19], DR pass1 iterations 3, YS chip area approximately 570 sq um, FP Rows 22, top cell type's share of synthesized area 35.2%, RSZ-0062 raised after global routing true, initial drt markers 25, most used cell, CP buf_12, WHS Path Cells 3, setup_tns -3.46 ns, type of origin of the critical path input pin, Die Height 81 um, synthesized area 569 sq um, Register Area 0 sq um, max cap viols 0, io pins a little under 100, DP Worst Slack -0.845 ns, status finished, violations left, final-report setup violation count around 55, routability cong. 0.736, Final period util 115%, largest area contributor in the netlist and3_1, initial antenna violation count 0, CP max stage delay between 0.2 and 0.25 ns, IO Port Bufs 98, Synth Seq Share 0%, top post-synthesis cells by count 32 x and3_1, 19 x and3b_2, 13 x and3b_1, Ant. Diodes 0, Pleak ~1.2 nW, count of tool warnings 34
-- how the worst max path moves through the flow --
stage / from / to / slack [ns]
finish: select / out1[5] / -0.15
global route: select / out1[5] / -0.16
CTS: enable / out1[7] / -0.10
-- worst min-delay path: cells and delay by family --
family                 cells  cell delay [ns]
and+or+nand+nor            1             0.14
buffers and inverters      2             0.30
-- per-layer routing --
metal | track usage (%) | wire (um) | vias to the layer above
met4 | 0 | 0 | 0
met3 | 5.57 | 457 | 0
met5 | 0 | 0 | -
met1 | 14.5 | 1710 | 524
li1 | - | - | 529
met2 | 21.3 | 2300 | 46
-- placed cells by master (no fill, tap or decap) --
cell type,instances
clkbuf_16,1
and3b_2,19
and3b_1,13
buf_12,5
and3_1,2
buf_2,39
and3_4,30
buf_6,35
clkbuf_2,2
buf_16,11
clkdlybuf4s15_1,1
buf_8,4
dlygate4sd2_1,32
-- power by group through the flow --
stage	clock, mW	combinational (mW)	sequential (mW)
5_1_grt	0	0.774	0
6_report	0	0.723	0
4_1_cts	0	0.667	0
-- final cells by class --
cell class / count / area, sq um / area share, %
timing repair buffer: 130 / 1380 / 65.8
multi-input combinational: 64 / 654 / 31.3
tap: 48 / 60.1 / 2.87
-- cells by family after synthesis --
family,after synthesis,synth area share (%)
simple gates,64,88.6
buf+inv,13,11.4
-- repair_timing --
| action | CTS | global route |
|---|---|---|
| resized | 303 | 32 |
| setup buffers | 15 | 1 |
| pin swaps | 35 | 24 |
| gates cloned | 12 | 1 |
| endpoints found under the setup margin | 64 | 59 |
-- per-stage QoR --
stage	cells	cell area, sq um	power (mW)	utilization [%]
4_1_cts	241	1930	0.667	53.2
2_1_floorplan	77	569	0.117	-
3_5_place_dp	214	1590	0.485	43.7
6_report	242	2090	0.723	57.6
5_1_grt	242	2090	0.774	57.6
3_3_place_gp	214	1590	0.478	43.7
Power and IR drop assume default switching activity.
