--- /design/flow/config.mk ---
export PLATFORM = sky130hd
export DESIGN_NAME = stopwatch
export DESIGN_NICKNAME = stopwatch
export VERILOG_FILES = /design/flow/design.v
export SDC_FILE = /design/flow/constraint.sdc
export NUM_CORES = 4
export LEC_CHECK = 1
export CORE_UTILIZATION = 30
--- /design/flow/constraint.sdc ---
current_design stopwatch

set clk_period 3.4
set clk_io_pct 0.2

create_clock -name clk0 -period $clk_period [get_ports {clock}]

set non_clock_inputs [all_inputs -no_clocks]
set_input_delay [expr $clk_period * $clk_io_pct] -clock clk0 $non_clock_inputs
set_output_delay [expr $clk_period * $clk_io_pct] -clock clk0 [all_outputs]
--- /design/flow/design.v ---
module stopwatch(
input start,reset,clock,
output a,b,c,d,e,f,g,dp,
output[3:0] an
);
reg [3:0] reg_d0=0;
reg [3:0] reg_d1=0;
reg [3:0] reg_d2=0;
reg [3:0] reg_d3=0;
reg [22:0] ticker=0;  
reg click=0;
always @ (posedge clock )
begin
 if(reset)
  ticker <= 0;
 else if(ticker == 5000000) 
  ticker <= 0;  
 else if(start)  
  ticker <= ticker + 1;
  click <= ((ticker ==5000000)?1'b1:1'b0);  
end
always @ (posedge clock )
begin
 if (reset)  
  begin
   reg_d0 <= 0;
   reg_d1 <= 0;
   reg_d2 <= 0;
   reg_d3 <= 0;
  end
 else if (click)  
  begin
   if(reg_d0 == 9)  
   begin 
    reg_d0 <= 0;
    if (reg_d1 == 9)  
    begin 
     reg_d1 <= 0;
     if (reg_d2 == 5)  
     begin 
      reg_d2 <= 0;
      if(reg_d3 == 9)  
       reg_d3 <= 0;
      else
       reg_d3 <= reg_d3 + 1;  
     end
     else 
      reg_d2 <= reg_d2 + 1;  
    end
    else 
     reg_d1 <= reg_d1 + 1;  
   end 
   else 
    reg_d0 <= reg_d0 + 1;  
  end
end
localparam N = 2;
reg [N-1:0]count=0;  
always @ (posedge clock )
 begin
  if (reset)
   count <= 0;
  else
   count <= count + 1;
 end
reg [6:0] sseg_temp=0; 
reg [6:0]sseg=0;
reg [3:0]an_temp=0;
reg reg_dp=0;
always @ (posedge clock)
 begin
  case(count[N-1:N-2])
   2'b00 : 
    begin
     sseg = reg_d0;
     an_temp = 4'b1110;
     reg_dp = 1'b1;
    end
   2'b01:
    begin
     sseg = reg_d1;
     an_temp = 4'b1101;
     reg_dp = 1'b0;
    end
   2'b10:
    begin
     sseg = reg_d2;
     an_temp = 4'b1011;
     reg_dp = 1'b1;
    end
   2'b11:
    begin
     sseg = reg_d3;
     an_temp = 4'b0111;
     reg_dp = 1'b0;
	     count = 0;
    end
  endcase
 end
assign an = an_temp;
always @ (posedge clock)
 begin
  case(sseg)  
   4'd0 : sseg_temp = 7'b1000000;
   4'd1 : sseg_temp = 7'b1111001;
   4'd2 : sseg_temp = 7'b0100100;
   4'd3 : sseg_temp = 7'b0110000;
   4'd4 : sseg_temp = 7'b0011001;
   4'd5 : sseg_temp = 7'b0010010;
   4'd6 : sseg_temp = 7'b0000010;
   4'd7 : sseg_temp = 7'b1111000;
   4'd8 : sseg_temp = 7'b0000000;
   4'd9 : sseg_temp = 7'b0010000;
   default : sseg_temp = 7'b0111111;  
  endcase
 end
assign {g, f, e, d, c, b, a} = sseg_temp; 
assign dp = reg_dp;
endmodule
--- /design/flow/run.sh ---
#!/bin/bash
# OpenROAD 26Q1-2900-gdf79404cd8, Yosys 0.63+post, stock flow scripts
make -C /OpenROAD-flow-scripts/flow DESIGN_CONFIG=/design/flow/config.mk WORK_HOME=/design/flow/orfs finish
==> flow_metrics.rpt <==
=== SYNTHESIS / PLACE & ROUTE SUMMARY ===
----------------------------------------------------
[Status]
  Status ........................ completed

[Power and ir drop]
  Share of total power in the clock network ........................ 0.388
  Pwr per Cell Area ........................ 399 mW/mm2
  Sequential fraction of design power ........................ 0.582
  Switching Fraction ........................ 0.204
  Part of the power in combinational logic ........................ 0.030
  Leakage power summed over all cells ........................ a little over 0.7 nW
  Overall power consumption ........................ 0.816 mW
  Switching power ........................ approximately 0.17 mW
  Internal power consumption ........................ 0.650 mW
  VDD IR-drop max ........................ 0.251 mV

[Critical path]
  Critical path fanouts, max ........................ 7
  Worst reg2reg path startpoint ........................ ticker[3]$_SDFFE_PP0P_
  Critical Path End Type ........................ flop
  Critical path data arrival time ........................ between 2000 and 3000 ps
  Length in cells of the worst reg-to-reg path ........................ 4
  Startpoint type of the worst setup path ........................ input pin
  FF-to-FF setup slack ........................ roughly 1200 ps
  CP Class ........................ input pin to flop
  End of the worst register-to-register path ........................ ticker[22]$_SDFFE_PP0P_
  Critical path data required time ........................ 3620 ps

[GRT]
  First-pass GRT wire length ........................ 5300 um
  Overall overflow remaining after global route ........................ 0
  Maximum number of pins on one net before global-route repair ........................ 22
  Met2 Use GR ........................ 0.168
  Met1 Track Usage GR ........................ 0.150
  Number of antenna violations at the first check in global routing ........................ 0
  Number of global-route vias before repair ........................ 1216
  GRT met3 Usage ........................ 0.0245
  GRT Resource Usage Total ........................ 0.105
  Busiest layer in global routing ........................ met2

[Clocking]
  Quantity of gates resized following cts ........................ 0
  Clock latency at the later pin of the worst-skew pair ........................ 280 ps
  Setup Fix Bufs, Post-CTS ........................ 0
  Depth of the CTS H-tree ........................ 2
  CTS clock-pin slew for the worst setup and hold paths ........................ 70 ps
  TritonCTS clock tree ........................ built
  Clock Root Buffer ........................ sky130_fd_sc_hd__clkbuf_8
  Max Buffers Root-to-Sink ........................ 2
  CTS buffer count ........................ 5
  Sinks on Clock Net ........................ 40
  Hold Buf Count CTS ........................ 0

[Floorplanning]
  Floorplan Utilization ........................ 0.319
  Floorplan die area ........................ 0.00627 mm2
  Row cnt ........................ 27
  Vert. Die Dim ........................ between 70 and 80 um
  Area inside the core boundary ........................ 0.00561 mm2
  Width of the die ........................ 79.2 um
  Ports placed on the boundary ........................ 15

[Worst hold path]
  Hold Crit Class ........................ flop to flop
  End of the worst hold path ........................ sseg[0]$_DFF_P_
  Cells on Worst Hold Path ........................ 0
  Launch point of the worst hold path ........................ reg_d0[0]$_SDFFE_PP0P_

[Placed design]
  Quantity of I/O buffers inserted on ports ........................ 13
  Total half-perimeter wirelength after legalization and detailed placement ........................ slightly above 2000 um
  GP Congestion ........................ approximately 0.81

[Yosys]
  Cell count listed in synth_stat.txt ........................ 201
  Yosys warning total ........................ 5
  Number of storage elements in the synthesis netlist ........................ 40
  Compound-Gate Fraction of Synth Area ........................ 0.102
  Largest area contributor in the netlist ........................ sky130_fd_sc_hd__dfxtp_1
  Netlist area before placement ........................ 0.00179 mm2
  Post-Synthesis Mean Instance Area ........................ 8.89 um2
  Register share after synthesis ........................ 0.448
  Synth Area in Adders ........................ 0.0490
  Dominant register cell in the synthesized netlist ........................ sky130_fd_sc_hd__dfxtp_1
  Post-synthesis instance total ........................ 201
  Count of flip-flops with a built-in enable after synthesis ........................ 0
  Biggest area cells ........................ sky130_fd_sc_hd__dfxtp_1, sky130_fd_sc_hd__nor2_1, sky130_fd_sc_hd__ha_1
  Synthesized chip area reported by yosys ........................ around 0.0018 mm2
  Share of flip-flops with an asynchronous set or reset after synthesis ........................ 0
  Tally of unique sky130hd cells used after synthesis ........................ 35
  Basic-gate share of the synthesized area counting and, or, nand and nor cells ........................ 0.251
  Area share of the largest cell type after synthesis ........................ 0.448
  Area share of xor/xnor cells in the synthesized design ........................ 0.0784
  Area fraction in mux cells ........................ 0.0112
  Logic family by area ........................ simple AND/OR/NAND/NOR gates

[STA]
  Unrepaired setup endpoints after global routing ........................ no
  Max Slew Vio Count ........................ 0
  Number of setup violations in the final report ........................ 0
  Number of failing hold endpoints at the final stage ........................ 0
  Final period util ........................ 0.736
  Final clock skew ........................ ~4.3 ps
  Final critical delay including setup and external delays ........................ 2500 ps
  Maximum frequency from static timing analysis ........................ about 400 MHz
  Fin Setup TNS ........................ 0 ps

[Detailed routing]
  Detailed-route DRC error count ........................ 0
  Detailed-route via count ........................ 1313
  Wire length per cell after detailed routing ........................ approximately 10 um
  Initial DRT Pass Iterations ........................ 4
  Post-DR vias/cell ........................ 4.64
  Routed wire length ........................ a little under 3000 um
  Initial detailed-routing violation count ........................ 39
  Antenna Diode Count ........................ 0
  Count of nets left with antenna violations after detail routing ........................ 0

[Cells and area]
  Synth-to-layout area growth ........................ 14.6%
  Share of post-route cells with drive strength above 1 ........................ 0.0616

[Run]
  Number of maximum-capacitance constraint violations ........................ 0
  Number of warning messages in the logs ........................ 30

----------------------------------------------------
-- critical path, cell delays in order --
cell	delay, ps
sky130_fd_sc_hd__clkdlybuf4s50_1	600
sky130_fd_sc_hd__nand4_2	250
sky130_fd_sc_hd__or4_1	670
sky130_fd_sc_hd__or3_1	380
sky130_fd_sc_hd__a21oi_1	130
-- metrics by stage --
stage	instance area [um2]	instances	utilization	hold WS (ps)	setup slack, ps
finish	2050	283	0.365	399	897
global route	2050	283	0.365	408	777
CTS	2050	283	0.365	398	918
detailed placement	1960	275	0.349	385	621
global placement	1960	275	0.349	384	639
floorplan	1790	201	-	369	1370
-- state kept, by name (all words and copies together) (netlist names) --
register,cells
an_temp,1
click,1
reg_d0,4
sseg,4
sseg_temp,7
ticker,23
-- layout make-up --
cell class	count	area [um2]
Sequential cell	40	801
Multi-Input combinational cell	141	898
Clock buffer	8	90.1
Inverter	8	30.0
Timing Repair Buffer	14	138
Fill cell	593	3560
Tap cell	72	90.1
-- cell usage in the layout (no fill, tap or decap), types with 3 or more instances in the layout --
cell,synthesis,layout
sky130_fd_sc_hd__dfxtp_1,40,40
sky130_fd_sc_hd__nor2_1,25,25
sky130_fd_sc_hd__nand2_1,16,16
sky130_fd_sc_hd__a21oi_1,16,16
sky130_fd_sc_hd__clkdlybuf4s50_1,0,13
sky130_fd_sc_hd__o21ai_0,10,10
sky130_fd_sc_hd__inv_1,8,8
sky130_fd_sc_hd__xor2_1,8,8
sky130_fd_sc_hd__xnor2_1,8,8
sky130_fd_sc_hd__nand4_1,7,7
sky130_fd_sc_hd__ha_1,7,7
sky130_fd_sc_hd__clkbuf_8,0,6
sky130_fd_sc_hd__or3_1,5,5
sky130_fd_sc_hd__nand3_1,4,4
sky130_fd_sc_hd__nor3_1,4,4
sky130_fd_sc_hd__or4_1,4,4
sky130_fd_sc_hd__nor4b_1,3,3
sky130_fd_sc_hd__o31ai_1,3,3
-- Yosys cell counts, types with 5 or more instances --
master,number
sky130_fd_sc_hd__o21ai_0,10
sky130_fd_sc_hd__dfxtp_1,40
sky130_fd_sc_hd__a21oi_1,16
sky130_fd_sc_hd__or3_1,5
sky130_fd_sc_hd__xor2_1,8
sky130_fd_sc_hd__nor2_1,25
sky130_fd_sc_hd__inv_1,8
sky130_fd_sc_hd__buf_4,6
sky130_fd_sc_hd__nand2_1,16
sky130_fd_sc_hd__clkbuf_1,5
sky130_fd_sc_hd__ha_1,7
sky130_fd_sc_hd__xnor2_1,8
sky130_fd_sc_hd__nand4_1,7
-- power by group through the flow --
| stage | clock, mW | sequential [mW] | combinational (mW) |
|---|---|---|---|
| finish | 0.317 | 0.475 | 0.0245 |
| CTS | 0.331 | 0.475 | 0.0254 |
| global route | 0.350 | 0.476 | 0.0282 |
-- metal layers --
layer	share of wire	vias up	wire length [um]
met2	0.46	15	1320
met1	0.50	586	1440
met3	0.040	2	115
met5	0	-	0
met4	0.0035	0	10
li1	-	710	-
-- kinds of logic (layout without fill, tap and decap cells) --
family | Yosys count | count (layout)
multiplexers | 2 | 2
AND/OR/NAND/NOR | 82 | 82
other | 2 | 2
adder cells (fa/ha/maj) | 7 | 7
XOR/XNOR | 16 | 16
AND-OR/OR-AND | 32 | 32
flip-flops | 40 | 40
buffers and inverters | 20 | 30
-- how the worst max path moves through the flow --
stage,endpoint,start,slack (ps)
CTS,ticker[19]$_SDFFE_PP0P_,start,920
global route,ticker[19]$_SDFFE_PP0P_,start,780
finish,ticker[19]$_SDFFE_PP0P_,start,900
Power is estimated from default activity; no workload was simulated.
